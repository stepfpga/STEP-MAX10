===== design.v =====
module stepmotor1
(
input wire clk,rst,
output wire [5:0] led
);
wire 	clk1h;				 
reg	[5:0] dir;				 
reg	[5:0] timecont;			 
parameter 	S1 = 2'b00,		 
			S2 = 2'b01,		 
			S3 = 2'b10;		 
parameter	TIME_S1 = 6'd30,	 
			TIME_S2 = 6'd10, 	 
			TIME_S3 = 6'd30;	 
reg [1:0] cur_state,next_state;	
divide #(					 
.WIDTH(24),
.N(12000000)
) u1
(
.clk(clk),
.rst_n(rst),
.clkout(clk1h)
);
always@(posedge clk1h or negedge rst)         
	if(!rst)
		cur_state <= S1;
    else 
	    cur_state <= next_state;
always@(cur_state or rst or timecont)         
	if(!rst)
		begin
			next_state = S1;
		end
	else
		begin
			case(cur_state)				      
				S1:begin
					if(timecont == 1)         
						next_state = S2;
					else
						next_state = S1;
					end
				S2:begin
					if(timecont == 1)		 
						next_state = S3;
					else
						next_state = S2;
					end
				S3:begin
					if(timecont == 1)         
						next_state = S2;
					else
						next_state = S3;
					end
				default:next_state = next_state;
			endcase
		end
always@(posedge clk1h or negedge rst)			 
	if(!rst)
		begin
			timecont <= TIME_S1;
			dir <= 6'b000111;
		end
	else
		begin
			case(next_state)
				S1:begin
					dir <= 6'b000111;            
					if(timecont == 1)			 
						timecont <= TIME_S1;     
					else
						timecont <= timecont - 1; 
					end
				S2:begin
					dir <= 6'b000000;
					if(timecont == 1)
						timecont <= TIME_S2;
					else
						timecont <= timecont - 1;
					end
				S3:begin
					dir <= 6'b111000;
					if(timecont == 1)
						timecont <= TIME_S3;
					else
						timecont <= timecont - 1;
					end
				default:begin
							dir <= 6'b000111;
							timecont <= TIME_S1;
						end
			endcase
		end
assign 	led = dir;		              
endmodule
module divide (	clk,rst_n,clkout);
    input 	clk,rst_n;        
    output	clkout;           
	parameter	WIDTH	= 3;      
	parameter	N	= 5;          
	reg 	[WIDTH-1:0]	cnt_p,cnt_n;      
	reg			clk_p,clk_n;      
	always @ (posedge clk or negedge rst_n )    
		begin
			if(!rst_n)
				cnt_p<=0;
			else if (cnt_p==(N-1))
				cnt_p<=0;
			else cnt_p<=cnt_p+1;              
		end
     always @ (posedge clk or negedge rst_n)
		begin
			if(!rst_n)
				clk_p<=0;
			else if (cnt_p<(N>>1))           
				clk_p<=0;
			else 
				clk_p<=1;                
		end
	 always @ (negedge clk or negedge rst_n)
		begin
			if(!rst_n)
				cnt_n<=0;
			else if (cnt_n==(N-1))
				cnt_n<=0;
			else cnt_n<=cnt_n+1;
		end
	always @ (negedge clk)
		begin
			if(!rst_n)
				clk_n<=0;
			else if (cnt_n<(N>>1))  
				clk_n<=0;
			else 
				clk_n<=1;                 
		end
    assign clkout = (N==1)?clk:(N[0])?(clk_p&clk_n):clk_p;       
endmodule   

===== run.sh =====
#!/bin/bash
# OpenROAD 26Q1-2900-gdf79404cd8, Yosys 0.63+post, stock flow scripts
make -C /OpenROAD-flow-scripts/flow DESIGN_CONFIG=/design/flow/config.mk WORK_HOME=/design/flow/orfs finish

===== config.mk =====
export PLATFORM = sky130hd
export DESIGN_NAME = stepmotor1
export DESIGN_NICKNAME = stepmotor1
export VERILOG_FILES = /design/flow/design.v
export SDC_FILE = /design/flow/constraint.sdc
export NUM_CORES = 4
export LEC_CHECK = 1
export CORE_UTILIZATION = 30

===== constraint.sdc =====
current_design stepmotor1

set clk_period 3.9
set clk_io_pct 0.2

create_clock -name clk0 -period $clk_period [get_ports {clk}]

set non_clock_inputs [all_inputs -no_clocks]
set_input_delay [expr $clk_period * $clk_io_pct] -clock clk0 $non_clock_inputs
set_output_delay [expr $clk_period * $clk_io_pct] -clock clk0 [all_outputs]

==> out/qor.yml <==
required_ns: 4.03
crit_slowest_cell: "nor2_2"
cellPowerDensity_nw_per_um2: 202
topCellsByArea: "dfrtp_1 39%, ha_1 7.2%, dfstp_2 6.8%"
drtPass1Iterations: 4
endpoint_kind: "register"
tns_ns: 0
portBuffers: 7
die_w_microns: 82.1
avgRoutedWirePerCell_microns: 11.6
avgSynthCellArea_sq_um: 10.2
ant_nets: 0
cts_root_buf: "clkbuf_8"
synthCells: 189
num_io_pins: 8
synthArstFlopShare: 0.946
cts_tree: "done"
peakVddDrop_mv: 0.125
gp_congestion: 0.859
final-max-slew-violation-count: 0
dieArea_sq_um: 6730
p_leak_nw: 0.951
rsz0062_at_grt: "no"
drc_errors: 0
worstPathCellList: "nor4b_1 > and3_1 > nand4_1 > nor2_2 > nor2_1"
clkSlewWorstSetupHoldPaths_ns: 0.09
dp_hpwl_mm: 2.21
tightest_slew_ns: 0.593
fillers: 630
dp.cells: 265
unclocked_regs: 12
clock_path_buffers: 2
crit_type: "reg2reg"
h-tree-depth: 1
drt_iter0_drc: 55
timing.final.crit_period_ns: 1.80
ys.warnings.count: 2
synth_cell_types: 39
layout_setup_ws_ns: 2.10
grt_max_degree: 39
rows: 28
edf_count: 0
grt_pass1_vias: 1254
fp_util: 0.317
pre_cts_ws_ns: 2.12
setup_violations: 0
stdcell_count: 269
coreArea_sq_um: 6060
log.warning_count: 32
maxCapViolCount: 0
status: "completed"
top_area_cell: "dfrtp_1"
fin_crit_sh: 0.461
antenna_found_initial: 0
slowest_delay_ns: 0.49
grt_overflow: 0
hp-class: "reg2reg"
syn_to_final_growth_pct: 8.26
untimed_endpoints: 18
viasPerCell: 4.74
die_y_microns: 82.1
grt.total_usage: 0.110
vias: 1274
cp_max_fo: 14
postPlaceCellArea_sq_um: 2040
worst_clock_skew_ns: 0.00385
max_slew_margin: 0.604
drive_gt1_frac: 0.113
hold_viol: 0
ys_ff: 37
final_area_sq_um: 2080
finalWirelength_mm: 3.12
top_area_frac: 0.390
cts_resized: 0
critPathLaunchType: "register"
postCtsSetupRepairBufs: 0
arrival_ns: 1.93
synth-main-ff-cell: "dfrtp_1"
cts_buffers: 3
ys_cells: 189
grt_pass1_wl_mm: 5.68
antenna_cells: 0
synthesis.area_sq_um: 1920
fmax_mhz: 556
clock_latency_ns: 0.26
power_uw: 420
ctsHoldBuffers: 0
ys_area_sq_um: 1920
critical path, delay by kind of cell, from the launching register on:
| family | cells | cell delay [ns] |
|---|---|---|
| DFF | 1 | 0.46 |
| and+or+nand+nor | 5 | 1.20 |
cells in the final DEF (no fill, tap or decap), types with 3 or more instances in the layout:
cell type,n
and3_1,6
a21oi_1,4
dfrtp_1,30
nand2_1,15
clkdlybuf4s50_1,6
inv_1,11
nor2_1,21
o21ai_0,4
ha_1,11
nand4_1,3
dfstp_2,5
nor3_1,6
nor4_1,4
and2_1,3
xor2_1,11
nand3_1,11
clkbuf_8,3
xnor2_1,13
stage by stage:
stage	hold WS, ns	util
after global routing	0.535	0.344
after CTS	0.505	0.344
after global placement	0.484	0.336
after floorplan	0.459	-
after detailed placement	0.489	0.336
final	0.495	0.344
cell usage after synthesis (2+ instances only):
master and number:
nand2_1 15, dfstp_2 5, and3_1 6, nor4_1 4
nand4_2 2, ha_1 11, dfrtp_1 30, and2_1 3
xnor2_1 13, or2_2 2, a21o_1 2, xor2_1 11
a21oi_1 4, o21ai_0 4, nor2_1 21, nand3_1 11
nand4_1 3, nor3_1 6, dlxtn_1 2, buf_4 5
inv_1 11
routing by layer:
metal / GRT usage / up-vias / share of wire
met3: 0.00789 / 2 / 0.012
li1: - / 642 / -
met5: 0 / - / 0
met4: 0.0175 / 0 / 0.0077
met1: 0.165 / 622 / 0.54
met2: 0.179 / 8 / 0.44
worst paths after layout:
path	from	end	slack, ns	cells after the start
min in group asynchronous	rst	u1.cnt_p[21]$_DFF_PN0_	0.55	2
worst max register to register	u1.cnt_p[19]$_DFF_PN0_	u1.cnt_p[12]$_DFF_PN0_	2.10	5
worst max-delay path	u1.cnt_p[19]$_DFF_PN0_	u1.cnt_p[12]$_DFF_PN0_	2.10	5
max in group asynchronous	rst	u1.cnt_p[8]$_DFF_PN0_	3.02	2
worst min-delay path	u1.cnt_p[4]$_DFF_PN0_	u1.cnt_p[4]$_DFF_PN0_	0.49	1
worst min register to register	u1.cnt_p[4]$_DFF_PN0_	u1.cnt_p[4]$_DFF_PN0_	0.49	1
layout make-up:
class,count,area (sq um),area share
Clock buffer,4,45.0,0.0216
Inverter,11,41.3,0.0198
Multi-Input combinational cell,134,917,0.441
Sequential cell,37,912,0.438
Tap cell,75,93.8,0.0451
Timing Repair Buffer,8,72.6,0.0349
cells by family (layout without fill, tap and decap cells):
group,Yosys count,after routing,share of synthesized area
and+or+nand+nor,84,84,0.244
DFF,35,35,0.459
xor gates and xnor gates,24,24,0.109
buffers and inverters,18,23,0.0488
AOI/OAI and AO/OA,15,15,0.0521
adders and majority gates,11,11,0.0716
latches,2,2,0.0156
registers in the layout, indices dropped and copies added (netlist names):
register,flops
u1.clk_p,1
cur_state,2
timecont,6
dir,2
u1.cnt_p,24
next_state,2
report_power, final:
group,total [mW],switching (mW),internal [mW]
sequential,0.259,0,0.259
clock,0.152,0.0795,0.0730
combinational,0.00844,0.00729,0.00115
total,0.420,0.0868,0.333
