--- flow/config.mk ---
export PLATFORM = sky130hd
export DESIGN_NAME = FirstDemo
export DESIGN_NICKNAME = FirstDemo
export VERILOG_FILES = /design/flow/design.v
export SDC_FILE = /design/flow/constraint.sdc
export NUM_CORES = 4
export LEC_CHECK = 1
export CORE_UTILIZATION = 30
--- flow/constraint.sdc ---
current_design FirstDemo

set clk_period 3.9
set clk_io_pct 0.2

create_clock -name clk0 -period $clk_period [get_ports {clk_in}]

set non_clock_inputs [all_inputs -no_clocks]
set_input_delay [expr $clk_period * $clk_io_pct] -clock clk0 $non_clock_inputs
set_output_delay [expr $clk_period * $clk_io_pct] -clock clk0 [all_outputs]
--- flow/design.v ---
module Clock_div
(
input clk_in,   
input rst_n_in,   
input  [3:0] SW,   
output reg clk_div_pulse_out   
);
reg [24:0] PULSE_PERIOD = 12500000;
always@(SW)
	case(SW)
		4'b0000:PULSE_PERIOD = 6250000;
		4'b1111:PULSE_PERIOD = 25000000;
		default:PULSE_PERIOD = 12500000;
	endcase
reg[24:0] cnt1=0;
always@(posedge clk_in or negedge rst_n_in)
	begin
		if(!rst_n_in) 
			begin 
				cnt1<=0;
				clk_div_pulse_out<=0;
			end
		else if(cnt1>=((PULSE_PERIOD>>1)-1)) 
			begin
				cnt1<=0;
				clk_div_pulse_out<=~clk_div_pulse_out;
			end
		else begin
			cnt1<=cnt1+1; 
		end
	end
endmodule
module Color_led
(
input clk_in,   
input rst_n_in,   
input [3:0] heart_cnt,   
output reg [2:0] Color_led_1,   
output reg [2:0] Color_led_2   
);
always@(posedge clk_in or negedge rst_n_in)
	begin
		if(!rst_n_in) begin 
			Color_led_1<=3'b111; Color_led_2<=3'b111;
		end else case (heart_cnt)
			4'd0: begin Color_led_1<=3'b110; Color_led_2<=3'b111; end
			4'd1: begin Color_led_1<=3'b101; Color_led_2<=3'b111; end
			4'd2: begin Color_led_1<=3'b011; Color_led_2<=3'b111; end
			4'd3: begin Color_led_1<=3'b000; Color_led_2<=3'b111; end
			4'd4: begin Color_led_1<=3'b111; Color_led_2<=3'b110; end
			4'd5: begin Color_led_1<=3'b111; Color_led_2<=3'b101; end
			4'd6: begin Color_led_1<=3'b111; Color_led_2<=3'b011; end
			4'd7: begin Color_led_1<=3'b111; Color_led_2<=3'b000; end
			default: begin Color_led_1<=3'b111; Color_led_2<=3'b111; end
		endcase
	end
endmodule
module Debounce(clk,rst_n,key_n,key_pulse,key_state); 
input   				clk;			 
input   				rst_n;			 
input   		[2:0]	key_n;			 
output  		[2:0]	key_pulse;		 
output	reg		[2:0]	key_state;		 
reg [2:0] key_rst;   
always @(posedge clk  or  negedge rst_n)
    if (!rst_n) key_rst <= 3'b111;
    else  key_rst <=key_n;
wire  key_an = (key_rst==key_n)? 0:1;
reg[18:0]  cnt;
always @ (posedge clk  or negedge rst_n)
    if (!rst_n) cnt <= 19'd0;
    else if(key_an) cnt <=19'd0;
    else cnt <= cnt + 1'b1;
reg [2:0] low_sw;
always @(posedge clk  or  negedge rst_n)
    if (!rst_n)  low_sw <= 3'b111;
	else if (cnt == 19'd500000)
        low_sw <= key_n;
reg [2:0] low_sw_r;
always @ ( posedge clk  or  negedge rst_n )
    if (!rst_n) low_sw_r <= 3'b111;
    else  low_sw_r <= low_sw;
wire [2:0] key_pulse;
assign key_pulse= low_sw_r & ( ~low_sw);
always @(posedge clk or negedge rst_n)
	if (!rst_n) key_state <= 3'b111;
    else if(key_pulse[0]) key_state[0] <= ~key_state[0];
	else if(key_pulse[1]) key_state[1] <= ~key_state[1];
	else if(key_pulse[2]) key_state[2] <= ~key_state[2];
	else key_state <= key_state;
endmodule
module FirstDemo
(
input clk_in,   
input rst_n_in,   
input  [3:0] SW,   
input  [2:0] BTN,   
output [7:0] Water_led,   
output [2:0] Color_led_1,   
output [2:0] Color_led_2,   
output [8:0] Segment_led_1,   
output [8:0] Segment_led_2,   
output [35:0] GPIO
);
assign GPIO = {36{clk_1Hz}};
wire [2:0] key_pulse,key_state;
Debounce Debounce_uut
(
.clk(clk_in),
.rst_n(rst_n_in),
.key_n(BTN),
.key_pulse(key_pulse),
.key_state(key_state)
);
wire clk_1Hz;
Clock_div clk_1Hz_uut
(
.clk_in(clk_in),   
.rst_n_in(rst_n_in),   
.SW(SW),   
.clk_div_pulse_out(clk_1Hz)   
);
wire Lightness_out,Lightness_out1;
Lightness Lightness_uut
(
.clk_in(clk_in),
.rst_n_in(rst_n_in),
.color(Color_led_1),
.up_pulse(key_pulse[1]),
.down_pulse(key_pulse[2]),
.Lightness_out(Lightness_out),
.Lightness_out1(Lightness_out1)
);
wire [3:0] heart_cnt;
Heart_beat Heart_beat_uut
(
.direction(key_state[0]),   
.rst_n_in(rst_n_in),   
.clk_1hz_in(clk_1Hz),   
.heart_cnt(heart_cnt)   
);
wire [7:0] Water_led_temp;
Water_led Water_led_uut
(
.clk_in(clk_in),   
.rst_n_in(rst_n_in),   
.heart_cnt(heart_cnt),   
.Water_led(Water_led_temp)   
);
wire [2:0] Color_led_1_temp;
wire [2:0] Color_led_2_temp;
Color_led Color_led_uut
(
.clk_in(clk_in),   
.rst_n_in(rst_n_in),   
.heart_cnt(heart_cnt),   
.Color_led_1(Color_led_1_temp),   
.Color_led_2(Color_led_2_temp)   
);
wire [8:0] Segment_led_1_temp;
wire [8:0] Segment_led_2_temp;
Segment_led Segment_led_uut
(
.heart_cnt(heart_cnt),   
.Segment_led_1(Segment_led_1_temp),   
.Segment_led_2(Segment_led_2_temp)   
);
assign Water_led = Lightness_out1? Water_led_temp:8'hff;
assign Color_led_1 = Lightness_out? Color_led_1_temp:3'b111;
assign Color_led_2 = Lightness_out? Color_led_2_temp:3'b111;
assign Segment_led_1 = Lightness_out1? Segment_led_1_temp:9'h00;
assign Segment_led_2 = Lightness_out1? Segment_led_2_temp:9'h00;
endmodule
module Heart_beat
(
input direction,   
input clk_1hz_in,   
input rst_n_in,   
output reg [3:0] heart_cnt   
);
always@(posedge clk_1hz_in or negedge rst_n_in)
	begin
		if(!rst_n_in) heart_cnt<=4'd0;
		else if(direction==1'b1) begin
			if(heart_cnt==4'd7) heart_cnt<=4'd0;
			else heart_cnt<=heart_cnt+4'd1;  
		end else if(direction==1'b0) begin
			if(heart_cnt==4'd0) heart_cnt<=4'd7;
			else heart_cnt<=heart_cnt-4'd1;  
		end
	end
endmodule
module Lightness
(
input				clk_in,
input				rst_n_in,
input		[2:0]	color,
input				up_pulse,
input				down_pulse,
output	reg			Lightness_out,
output	reg			Lightness_out1
);
localparam	CYCLE_ONE = 5;
localparam	CYCLE_TWO = 10;
localparam	CYCLE_THREE = 15;
reg	[3:0] cycle;
always @(color) begin 
	case(color)
		3'b110: cycle = CYCLE_ONE;
		3'b101: cycle = CYCLE_ONE;
		3'b011: cycle = CYCLE_ONE;
		3'b100: cycle = CYCLE_TWO;
		3'b010: cycle = CYCLE_TWO;
		3'b001: cycle = CYCLE_TWO;
		3'b000: cycle = CYCLE_THREE;
		3'b111: cycle = CYCLE_THREE;
		default: cycle = CYCLE_ONE;
	endcase
end 
reg	[3:0] duty;
always @(posedge clk_in or negedge rst_n_in) begin 
	if(!rst_n_in) begin 
		duty<=4'd2;
	end else begin
		if(up_pulse && (duty<CYCLE_ONE)) duty <= duty + 4'd1;
		else if(down_pulse && (duty>4'd0)) duty <= duty - 4'd1;
		else duty <= duty;
	end
end  
reg	[3:0]	cnt;
always @(posedge clk_in or negedge rst_n_in) begin 
	if(!rst_n_in) begin 
		cnt<=4'd0;
	end else begin
		if(cnt>=cycle) cnt<=4'd0;
		else cnt <= cnt + 4'd1;
	end 
end 
always @(posedge clk_in or negedge rst_n_in) begin 
	if(!rst_n_in) begin 
		Lightness_out<=1'b1;
	end else begin
		if(cnt<=duty) Lightness_out<=1'b1;
		else Lightness_out<=1'b0;
	end 
end 
reg	[3:0]	cnt1;
always @(posedge clk_in or negedge rst_n_in) begin 
	if(!rst_n_in) begin 
		cnt1<=4'd0;
	end else begin
		if(cnt1>=CYCLE_ONE) cnt1<=4'd0;
		else cnt1 <= cnt1 + 4'd1;
	end 
end
always @(posedge clk_in or negedge rst_n_in) begin 
	if(!rst_n_in) begin 
		Lightness_out1<=1'b1;
	end else begin
		if(cnt1<=duty) Lightness_out1<=1'b1;
		else Lightness_out1<=1'b0;
	end 
end
endmodule 
module Segment_led
(
input [3:0] heart_cnt,   
output [8:0] Segment_led_1,   
output [8:0] Segment_led_2   
);
reg[8:0] mem [15:0]; 
initial 
	begin
		mem[0] = 9'h3f;    
		mem[1] = 9'h06;    
		mem[2] = 9'h5b;    
		mem[3] = 9'h4f;    
		mem[4] = 9'h66;    
		mem[5] = 9'h6d;    
		mem[6] = 9'h7d;    
		mem[7] = 9'h07;    
		mem[8] = 9'h7f;    
		mem[9] = 9'h6f;    
		mem[10]= 9'h77;    
		mem[11]= 9'h40;    
		mem[12]= 9'h39;    
		mem[13]= 9'h5e;    
		mem[14]= 9'h79;    
		mem[15]= 9'h71;    
	end
assign Segment_led_1 = mem[heart_cnt];
assign Segment_led_2 = mem[heart_cnt];
endmodule
module Water_led
(
input clk_in,   
input rst_n_in,   
input [3:0] heart_cnt,   
output reg [7:0] Water_led   
);
always@(posedge clk_in or negedge rst_n_in)
	begin
		if(!rst_n_in) begin 
			Water_led<=8'b1111_1111;
		end else case (heart_cnt)
			4'd0: Water_led<=8'b1111_1110;
			4'd1: Water_led<=8'b1111_1101;
			4'd2: Water_led<=8'b1111_1011;
			4'd3: Water_led<=8'b1111_0111;
			4'd4: Water_led<=8'b1110_1111;
			4'd5: Water_led<=8'b1101_1111;
			4'd6: Water_led<=8'b1011_1111;
			4'd7: Water_led<=8'b0111_1111;
			default: Water_led<=8'b1111_1111;
		endcase
	end
endmodule
--- flow/run.sh ---
#!/bin/bash
# OpenROAD 26Q1-2900-gdf79404cd8, Yosys 0.63+post, stock flow scripts
make -C /OpenROAD-flow-scripts/flow DESIGN_CONFIG=/design/flow/config.mk WORK_HOME=/design/flow/orfs finish
==> summary.txt <==
Latest figures from synthesis and place and route.

The run finished with clean final reports. Per the detail_route report, vias per standard cell equal 4.51. The net switching power in the latest report is 0.400 mW. In the routed design, unresolved DRC markers number 0. The timing-limited maximum frequency is 0.303 GHz. The number of buffers inserted by hold repair at cts is 0. Once the clock tree was built, the resizer swapped 0 gates to a different size. Setup slack closes at 0.594 ns. Total power for the finished layout comes to 1.87 mW.

The detailed-routing iteration count for the pre-antenna-repair pass is 6. The fraction of layout instances using a drive strength above 1 is 0.110. The cell at the root of the clock tree is sky130_fd_sc_hd__clkbuf_16.

The die span in x is 134 µm. The relative slew slack is 0.427. The number of enable-type register cells in the synthesized netlist is 0. The dominant register cell in the synthesized netlist is sky130_fd_sc_hd__dfrtp_1. The report lists the number of standard-cell rows as 47. The worst hold-check path type is reg2reg. The timer found 4 register pins that no clock reaches; their paths are not timed.

The final antenna diode count is 0. The worst hold-check slack is 0.375 ns. TritonCTS built the clock tree. In this run the vertical extent of the chip is 134 µm.

For this block, the via count after detailed routing is 3544. Relative to the synthesized area, the layout overhead comes to 18.5%. Per the OpenROAD floorplan log, the area of the core is 16800 µm². At the floorplan stage, the core utilization is reported as 0.311. The final max-slew violation count is 0. The number of max-capacitance violations reported is 0. The library cells used most frequently in the layout, excluding fill and tap cells, are sky130_fd_sc_hd__clkdlybuf4s50_1, sky130_fd_sc_hd__dfrtp_1, sky130_fd_sc_hd__nor2_1. The power share of the combinational group is 0.042.

The required arrival time at the worst endpoint is 4.12 ns. 77 I/O pins were placed. The aggregate negative setup slack is 0 ns.

The pin closest to its max-slew limit shows a slew of 0.860 ns. The critical path launch point type is a primary input. The count of warnings emitted by yosys is 7.

The peak supply drop is 0.000227 V. The number of clock buffers inserted by TritonCTS is 9. Per the synth stats, the proportion of register bits with asynchronous set or reset is 1.00. Per Yosys stat, the portion of area used by sequential elements is 0.425.

The worst setup path is captured at a register. STA puts the critical path data arrival time at 3.53 ns. 18 endpoints have no timing constraint. In this run the worst path has a maximum fanout of 11.

The cell count after synthesis is 527. The number of DRC violations after detailed-routing iteration 0 is 214. The most common cell after layout, fill and taps aside is sky130_fd_sc_hd__clkdlybuf4s50_1. The total cell area reported by yosys after synthesis is 5200 µm². In this run the power density over the cells is 303 nW/µm². Recorded from the global router log, the overflow total was 0. The buffer_ports step reported a buffer count of 72. The first global-routing pass estimated 16400 µm of wire.

The part of the power in the clock network is 0.486. On the final layout, the worst clock skew is 0.00562 ns. The register clock-pin slew on the reported worst setup and hold paths is 0.06 ns.

In the final report, the number of endpoints failing setup comes to 0. The detail-routed net length per standard cell is 12.2 µm. Per the OpenROAD floorplan log, the area of the die is 17900 µm². For the worst-skew pair, the clock arrives at the later sink with an insertion delay of 0.33 ns. The synthesized netlist was found by Yosys to have 527 cells. The number of register bits inferred by synthesis is 87. Total global-route track usage over all layers is 0.114. The classification of the worst setup path is in2reg. The sequential share of power is 0.472. The count of different cell masters after synthesis is 51. The mapped netlist covers 5200 µm². Setup repair after global routing left no endpoint under its margin. The average instance in the mapped netlist occupies 9.88 µm².

Summed over all nets, the half-perimeter wirelength after detailed placement is 6980 µm. The via count of the first global-routing pass was 3456. The post-CTS setup repair buffer count is 0. The post-placement setup slack is 0.257 ns. Routability-driven placement finished with a final weighted congestion of 0.836. The pin count of the biggest net entering global routing is 51. The area used by multi-input combinational logic is 2500 µm². Switching power as a fraction of the total was reported as 0.214. Endpoints failing hold in the final report were tallied at 0. Nets still carrying antenna violations after routing amount to 0. The deepest level of the CTS H-tree is 3. Of the available clock period, the critical path in the final layout requires 0.848. The routed design could run at a clock period as short as 3.31 ns. The static power due to leakage is 2.73 nW. CTS reports a maximum clock tree buffer depth of 2. The flip-flop and latch area is 2210 µm².

The initial antenna violation count is 0. The aggregate routed wire length is 9580 µm. Internal power comes to 1.47 mW.

Summing over the stages, the warning tally comes to 35. The filler cells instantiated in the layout total 1619. Measured on the finished design, the core utilization comes to 0.368.
[Yosys cell counts, types with 3 or more instances]
master | count | share of area
sky130_fd_sc_hd__dfrtp_1 | 60 | 0.29
sky130_fd_sc_hd__nor2_1 | 57 | 0.041
sky130_fd_sc_hd__buf_4 | 47 | 0.068
sky130_fd_sc_hd__ha_1 | 46 | 0.11
sky130_fd_sc_hd__nand2_1 | 37 | 0.027
sky130_fd_sc_hd__xor2_1 | 32 | 0.054
sky130_fd_sc_hd__dfstp_2 | 27 | 0.14
sky130_fd_sc_hd__inv_1 | 26 | 0.019
sky130_fd_sc_hd__nand3_1 | 22 | 0.021
sky130_fd_sc_hd__nand2b_1 | 21 | 0.025
sky130_fd_sc_hd__nand4_1 | 17 | 0.020
sky130_fd_sc_hd__o21ai_0 | 14 | 0.013
sky130_fd_sc_hd__xnor2_1 | 14 | 0.024
sky130_fd_sc_hd__a21oi_1 | 13 | 0.012
sky130_fd_sc_hd__and3_1 | 8 | 0.0096
sky130_fd_sc_hd__clkbuf_1 | 6 | 0.0043
sky130_fd_sc_hd__mux2_2 | 6 | 0.013
sky130_fd_sc_hd__or3_1 | 6 | 0.0072
sky130_fd_sc_hd__and4_1 | 5 | 0.0084
sky130_fd_sc_hd__nor3_1 | 5 | 0.0048
sky130_fd_sc_hd__a211oi_1 | 4 | 0.0058
sky130_fd_sc_hd__a21o_1 | 4 | 0.0058
sky130_fd_sc_hd__a31oi_1 | 4 | 0.0048
sky130_fd_sc_hd__and2_1 | 4 | 0.0048
sky130_fd_sc_hd__mux2i_1 | 4 | 0.0077
sky130_fd_sc_hd__nor2b_1 | 4 | 0.0048
sky130_fd_sc_hd__nor4_1 | 4 | 0.0048
sky130_fd_sc_hd__o211ai_1 | 3 | 0.0043
[per-stage QoR]
stage	cells	area, µm²
after detailed placement	770	5840
after floorplan	530	5220
after CTS	786	6170
final	786	6170
after global placement	770	5840
after global routing	786	6170
[sequential cells by signal (all words and copies together) (netlist names), 4 cells and up]
register	flops
Lightness_uut.cnt	4
clk_1Hz_uut.cnt1	25
Lightness_uut.duty	4
Heart_beat_uut.heart_cnt	4
Lightness_uut.cnt1	4
Debounce_uut.cnt	19
Water_led_uut.Water_led	8
[power by group through the flow]
stage | clock network, mW | registers (mW) | logic, mW
finish | 0.909 | 0.882 | 0.0792
CTS | 0.935 | 0.883 | 0.0822
global route | 0.972 | 0.883 | 0.0954
[worst paths after layout]
check	from	endpoint	slack, ns	cells after the start
worst max-delay path	SW[0]	clk_1Hz_uut.cnt1[16]	0.59	10
worst min-delay path	Debounce_uut.low_sw[1]	Debounce_uut.low_sw_r[1]	0.37	0
worst max register to register	Lightness_uut.Lightness_out	Lightness_uut.cnt[3]	1.60	9
worst min register to register	Debounce_uut.low_sw[1]	Debounce_uut.low_sw_r[1]	0.37	0
max in group asynchronous	rst_n_in	Debounce_uut.key_state[0]	2.50	2
min in group asynchronous	rst_n_in	Lightness_uut.cnt[2]	0.46	1
[critical path, stage by stage]
cell	delay [ns]
sky130_fd_sc_hd__clkdlybuf4s50_1	0.43
sky130_fd_sc_hd__or4_1	0.60
sky130_fd_sc_hd__nand2_1	0.16
sky130_fd_sc_hd__inv_1	0.10
sky130_fd_sc_hd__ha_1	0.33
sky130_fd_sc_hd__nand3_1	0.08
sky130_fd_sc_hd__or3_1	0.39
sky130_fd_sc_hd__o211ai_4	0.35
sky130_fd_sc_hd__buf_4	0.24
sky130_fd_sc_hd__nor2_1	0.07
[layout make-up]
cell class / instances / area share
clock buffers: 9 / 0.0365
clock inverters: 7 / 0.0164
inverters: 26 / 0.0158
multi-input cells: 360 / 0.405
flip-flops and latches: 87 / 0.359
well taps: 220 / 0.0446
repair buffers: 77 / 0.123
[kinds of logic after synthesis]
family,count (synthesis),share of synthesized area
xor+xnor,46,0.0774
buf+inv,83,0.0971
fa+ha+maj,47,0.114
simple gates,196,0.189
other cells,2,0.00144
compound gates,56,0.0750
flops,87,0.425
mux,10,0.0207
[per-layer routing]
metal,vias up,global-route usage,part of all wire
met5,-,0,0
met2,47,0.182,0.47
li1,1817,-,-
met1,1669,0.168,0.48
met4,0,0.0196,0.018
met3,11,0.0218,0.030
No activity file was given, so power comes from the tool's default toggle rates.
